`design/flow/config.mk`:
```
export PLATFORM = sky130hd
export DESIGN_NAME = imem
export DESIGN_NICKNAME = imem
export VERILOG_FILES = /design/flow/design.v
export SDC_FILE = /design/flow/constraint.sdc
export NUM_CORES = 4
export LEC_CHECK = 1
export CORE_AREA = 10 10 70 70
export DIE_AREA = 0 0 80 80
export SYNTH_MEMORY_MAX_BITS = 65536
```
`design/flow/constraint.sdc`:
```
current_design imem

set clk_period 1.0
set clk_io_pct 0.2

create_clock -name clk0 -period $clk_period

set non_clock_inputs [all_inputs -no_clocks]
set_input_delay [expr $clk_period * $clk_io_pct] -clock clk0 $non_clock_inputs
set_output_delay [expr $clk_period * $clk_io_pct] -clock clk0 [all_outputs]
```
`design/flow/design.v`:
```
module imem (input [7:0] Addr , output [15:0] rd);
reg [15:0] RAM[256:0];
initial
begin
RAM[8'b00000000]=16'b0100110000000101;
RAM[8'b00000001]=16'b0100111000001010;
RAM[8'b00000010]=16'b1111110000000000;
RAM[8'b00000011]=16'b1111111000000001;
RAM[8'b00000100]=16'b1011001000000000;
RAM[8'b00000101]=16'b1011010000000001;
RAM[8'b00000110]=16'b0000011011010000;
RAM[8'b00000111]=16'b0100001001111111;
RAM[8'b00001000]=16'b1000001000001010;
RAM[8'b00001001]=16'b0010000000000110;
end
assign rd = RAM[Addr]; 
endmodule
```
`design/flow/run.sh`:
```
#!/bin/bash
# OpenROAD 26Q1-2900-gdf79404cd8, Yosys 0.63+post, stock flow scripts
make -C /OpenROAD-flow-scripts/flow DESIGN_CONFIG=/design/flow/config.mk WORK_HOME=/design/flow/orfs finish
```
==> changes_impl.md <==
### Metrics

- Synth Cell Area: 268 um^2
- Drt wl/cell: between 10 and 15 um
- Post-layout period usage: 1.35
- IO buf count: 19
- Final core occ: 0.203
- ANT cells: 0
- WL met1: 544 um
- Endpoints failing hold: 0
- Syn avg cell area: 7.24 um^2
- GRT Util Overall: 0.0300
- Fmax: 0.740 GHz
- Max-area cell share: 0.280
- Post-CTS Hold Fix Bufs: 0
- CP Launch Type: primary input
- Tot Pwr: 254 uW
- Violated checks: negative setup slack
- Peak supply drop: 63.7 uV
- Top Ports: 24
- Layout cell share with drive strength beyond 1: 0.794
- Leak: 0.000330 uW
- Filler instances: 364
- Hpwl dp: 763 um
- Critical path class: in2out
- Die x size: 80 um
- Initial antenna violation count: 0
- Synth-to-layout area growth: 159%
- Power Density: ~370 mW/mm^2
- FF+latch count: 0
- Chip area estimate from yosys synthesis: 268 um^2
- Worst Path Max Fanout: 4
- Sequential element share of the synthesized area: 0
- Vias in the first global route: roughly 340
- Clock buf count: 0
- DRT antenna net count: 0
- Commonest cells in the netlist: ha_1, inv_1, nor2b_1
- Required time worst endpoint: 0.80 ns
- Vias per inst: 3.26
- Full die area: 0.00640 mm^2
- DR DRC count: 0
- Leading area contributor after synthesis: ha_1
- Final setup fails: 14
- Vias after detailed routing: 372
- Pre-CTS setup slack: -1.13 ns
- Worst path arrival time: 1.15 ns
- Most common cell in the netlist: ha_1
- Synthesis Warnings: 1
- Setup TNS: -2.93 ns
- Routed wl met2: 493 um
- MaxCap Viol Count: 0
- Final Worst Setup Slack: -0.352 ns
- GRT overflow: 0
- Crit end category: output port
- MI comb area: about 340 um^2
- Die height: 80 um
- Tool warning count: 42
- Routability cong.: 0.736
- Fin crit period: 1.35 ns
- Synth cell types: 21
- Detailed Routing Iterations Pass 1: 3
- Max-slew violation count: 0
- HP Class: in2out
- Iter 0 DRT Violations: 13
- Core box area: 0.00342 mm^2
- Rows: 21
- Total Wirelength: approximately 1200 um
- Status: finished with violations
- Reg area: 0 um^2
- Yosys cell count: 37
- Top cells by area: ha_1, nor2b_1, inv_1
- Top Layer Used: met3
- Fp util: 0.0784
- Largest net degree at the start of global routing: 8
- RSZ-0062 raised after global routing: yes
- Synth Instances: 37
- First-pass GRT wire length: 1640 um
- Met3 WL: 121 um
## final timing paths
check | start | to | cells after the start
setup / recovery | Addr[0] | rd[1] | 6
hold / removal | Addr[3] | rd[6] | 3
## where the power goes
| group | switching, uW | internal [uW] | total, uW | leakage (uW) |
|---|---|---|---|---|
| combinational | 100 | 153 | 254 | 0.000330 |
| sequential | 0 | 0 | 0 | 0 |
| clock | 0 | 0 | 0 | 0 |
| total | 100 | 153 | 254 | 0.000330 |
## worst max-delay path: stages
cell and delay [ns]:
buf_8 0.10, buf_6 0.12, ha_4 0.15, and2_4 0.13, or3_1 0.33, buf_2 0.12
## per-layer routing
| layer | vias up | track usage |
|---|---|---|
| met5 | - | 0 |
| met1 | 175 | 0.0363 |
| met3 | 0 | 0.00909 |
| met4 | 0 | 0 |
| met2 | 16 | 0.0538 |
| li1 | 181 | - |
## layout by cell type (no fill, tap or decap), drive strengths merged, types with 2 or more instances in the layout
| cell type | count |
|---|---|
| a21oi | 2 |
| and2 | 3 |
| buf | 32 |
| dlygate4sd2 | 2 |
| ha | 6 |
| inv | 5 |
| nor2b | 5 |
## kinds of logic (layout without fill, tap and decap cells)
logic type / after synthesis / after routing / synth area share
simple gates: 13 / 13 / 0.299
other cells: 1 / 1 / 0.0140
mux: 1 / 1 / 0.0374
buf+inv: 9 / 40 / 0.187
fa+ha+maj: 6 / 6 / 0.280
compound gates: 7 / 7 / 0.182
## per-stage QoR
step | instance area [um^2] | std cells | hold slack (ns)
finish | 694 | 114 | 0.660
global route | 694 | 114 | 0.672
CTS | 647 | 112 | 0.660
detailed placement | 564 | 107 | 1.43
global placement | 564 | 107 | 1.43
floorplan | 280 | 37 | 0.418
## layout make-up
cell class / instances / share of cell area
inverters: 5 / 0.0306
multi-input cells: 28 / 0.486
well taps: 46 / 0.0829
repair buffers: 35 / 0.400
## timing repair
item	in CTS	in global routing
setup endpoints to repair	15	14
resized	89	10
buffers inserted	5	2
pin swaps	11	5
Power is estimated from default activity; no workload was simulated.
