===== run.sh =====
#!/bin/bash
# OpenROAD 26Q1-2900-gdf79404cd8, Yosys 0.63+post, stock flow scripts
make -C /OpenROAD-flow-scripts/flow DESIGN_CONFIG=/design/flow/config.mk WORK_HOME=/design/flow/orfs finish

===== constraint.sdc =====
current_design alu

set clk_period 7.5
set clk_io_pct 0.2

create_clock -name clk0 -period $clk_period

set non_clock_inputs [all_inputs -no_clocks]
set_input_delay [expr $clk_period * $clk_io_pct] -clock clk0 $non_clock_inputs
set_output_delay [expr $clk_period * $clk_io_pct] -clock clk0 [all_outputs]

===== config.mk =====
export PLATFORM = sky130hd
export DESIGN_NAME = alu
export DESIGN_NICKNAME = alu
export VERILOG_FILES = /design/flow/design.v
export SDC_FILE = /design/flow/constraint.sdc
export NUM_CORES = 4
export LEC_CHECK = 1
export CORE_AREA = 10 10 70 70
export DIE_AREA = 0 0 80 80

===== design.v =====
module alu(       
      input          [7:0]     a,           
      input          [7:0]     b,           
      input          [2:0]     alu_ctrl_in,      
      output     reg     [7:0]     result,           
      output zero  
   );  
 always @(*)  
 begin   
      case(alu_ctrl_in)  
      3'b000: result = a + b;  
      3'b010: result = a - b;  
      3'b100: result = a & b;  
      3'b101: result = a | b;  
      default:result = a + b;  
      endcase  
 end  
 assign zero = (result==8'd0) ? 1'b1: 1'b0;  
 endmodule 

==> deck_impl_summary.md <==
Flow Results at a Glance

Global route
  • Wire length of the first global-routing pass: 3270 um
  • Vias in the first global route: between 700 and 800
  • Number of antenna violations at the first check in global routing: 0
  • Congestion Overflow GR: 0
  • Gr usage total: 5.99%
  • Largest net degree at the start of global routing: 21

Placed design
  • Port-buffer cells: 28
  • Final HPWL DP: approximately 1800 um
  • Gpl congestion: 0.886

Final timing
  • Final min period: between 6 and 7 ns
  • Worst slew pin tran: around 0.44 ns
  • Max Slew Vio Count: 0
  • Worst hold slack: a little over 4 ns
  • Final setup vio count: 0
  • Peak Freq: between 150 and 200 MHz
  • Period Utilization, post-route: between 80% and 90%
  • RSZ-0062 raised after global routing: false
  • Relative slew margins: between 70% and 80%
  • Total Negative Setup Slacks: 0 ns
  • Hold Vio Cnt, Final: 0

Finish
  • Most frequent cells in the layout: clkdlybuf4s50_1 (28), nor2_1 (11), a21oi_1 (10), ha_1 (10), inv_1 (9)
  • Top cell excl fill/tap: clkdlybuf4s50_1
  • CLK BUF: 0
  • Seq cells: 0
  • Storage element area: 0 sq um
  • Fill cells: about 380
  • Area grow syn2layout: 42.9%
  • Layout cells sized above 1: 8.00%

Floorplanning
  • Die ar.: 6400 sq um
  • Die Y: roughly 80 um
  • I/O pins: 28
  • CORE AREA: 3420 sq um
  • Floorplan core density: a little over a fifth
  • Horiz. Die Dim: around 80 um
  • Rows: 21

Synthesis
  • Count of different cell masters after synthesis: 35
  • Post-synth seq share: 0%
  • Cell area leaders: ha_1 (17%), xnor2_1 (9.5%), a21oi_1 (6.8%)
  • Syn Inst Count: approximately 100
  • Yosys warns: 1
  • Cell taking the most area after synthesis: ha_1
  • Chip Area, Yosys: about 740 sq um
  • Mapped cell area: around 740 sq um
  • Number of cells in Yosys stat: ~100
  • Mapped Avg Cell Area: 7.36 sq um
  • Top cell area share: between 15 and 20%

Critical path
  • CP Max Fanout: 11
  • Crit end category: output pin
  • Cell mode on critical path: clkdlybuf4s50_1
  • CP arrival: roughly 5.1 ns
  • Worst Path Buf+Inv: 2
  • Crit path kind: in -> out
  • Crit-path cells: clkdlybuf4s50_1 -> nor3b_2 -> mux2_2 -> fa_1 -> nor2b_1 -> o21ai_1 -> nand2b_1 -> a21oi_1 -> mux2i_1 -> or3_1 -> nor4_2 -> clkdlybuf4s50_1
  • CP Launch Type: primary input
  • Cell family with most CP delay: simple AND/OR/NAND/NOR gates
  • WP depth: 12
  • Crit-path max cell delay: roughly 0.63 ns
  • Slowest cell on crit path: clkdlybuf4s50_1
  • Worst Path Required: roughly 6.0 ns

Detailed routing
  • N_diodes: 0
  • Routed length per instance: 11.5 um
  • First drt pass iteration count: 4
  • Via density: 4.35
  • DRT antenna net count: 0
  • Initial DRC count: slightly above 70
  • Via count: 744
  • DRC viols: 0
  • Routed wire length: 1980 um

Min path
  • Cells on Worst Hold Path: 4
  • Hold EP: result[5]
  • Hold path start: a[5]
  • Worst Hold Class: in -> out

Run
  • Tool Warnings: 34
  • Max Cap Viol: 0

CTS
  • Hold-fix buffers, CTS: 0
  • Post_cts resized: 0
  • Post-CTS setup buffer count: 0

Power and ir drop
  • Pwr/cell area: about 91 nW/um^2
  • Max VDD drop: 0.0000146 V
  • Pleak: ~0.00043 uW

Status
  • Status: finished, final reports clean
[worst min-delay path, delay by kind of cell]
| family | cells | cell delay (ns) |
|---|---|---|
| AND-OR/OR-AND | 1 | 0.11 |
| buffers and inverters | 2 | 0.87 |
| AND/OR/NAND/NOR | 1 | 0.11 |
[final cells by class]
class | instances | area [sq um] | area share (%)
multi-input cells | 88 | 679 | 64.6
repair buffers | 28 | 280 | 26.7
well taps | 46 | 57.6 | 5.48
inverters | 9 | 33.8 | 3.21
[metal layers]
metal / wire length, um / global-route usage, %
met1: 825 / 7.21
met2: 958 / 10.6
met3: 191 / 2.05
met4: 0 / 0
met5: 0 / 0
[metrics by stage]
step	instance area (sq um)	setup slack [ns]	total power [uW]	cells	util (%)
final	1050	0.896	95.7	171	30.8
after global placement	1050	0.906	97.0	171	30.8
after floorplan	736	2.34	54.8	100	-
after global routing	1050	0.614	106	171	30.8
after CTS	1050	0.864	97.7	171	30.8
after detailed placement	1050	0.868	97.2	171	30.8
[synth_stat cells (all sizes together) (2+ instances only)]
master  instances
a21o            2
a21oi          11
a31oi           4
buf             2
ha             10
inv             9
maj3            4
mux2i           3
nand2           5
nand2b          2
nand3b          6
nor2           12
nor3            2
o21ai           4
or3             3
xnor2           9
[cells by family (layout without fill, tap and decap cells)]
group	Yosys count	count (layout)	synth area share (%)
and+or+nand+nor	36	36	29.9
buffers and inverters	12	37	7.65
AOI/OAI and AO/OA	23	23	18.4
muxes	4	4	5.61
adders and majority gates	15	15	25.5
xor gates and xnor gates	10	10	12.9
[worst max path at each step]
stage / start / endpoint / slack (ns)
after global routing: alu_ctrl_in[0] / zero / 0.61
after CTS: alu_ctrl_in[0] / zero / 0.86
final: alu_ctrl_in[0] / zero / 0.90
[power breakdown]
group	switching (uW)	total (uW)	internal [uW]	leakage, uW
registers	0	0	0	0
logic	40.2	95.7	55.5	0.000431
clock network	0	0	0	0
total	40.2	95.7	55.5	0.000431
Power and IR drop assume default switching activity.
